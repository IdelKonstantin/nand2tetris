$ cat flow/constraint.sdc
current_design register

set clk_period 1.0
set clk_io_pct 0.2

create_clock -name clk0 -period $clk_period [get_ports {clk}]

set non_clock_inputs [all_inputs -no_clocks]
set_input_delay [expr $clk_period * $clk_io_pct] -clock clk0 $non_clock_inputs
set_output_delay [expr $clk_period * $clk_io_pct] -clock clk0 [all_outputs]
$ cat flow/design.v
module register (
    input wire clk,
    input wire load,
    input wire [15:0] in,
    output reg [15:0] out
);
    always @(posedge clk) begin
        if (load) begin
            out <= in;
        end
    end
endmodule
$ cat flow/config.mk
export PLATFORM = sky130hd
export DESIGN_NAME = register
export DESIGN_NICKNAME = register
export VERILOG_FILES = /design/flow/design.v
export SDC_FILE = /design/flow/constraint.sdc
export NUM_CORES = 4
export LEC_CHECK = 1
export CORE_AREA = 10 10 80 80
export DIE_AREA = 0 0 90 90
$ cat flow/run.sh
#!/bin/bash
# OpenROAD 26Q1-2900-gdf79404cd8, Yosys 0.63+post, stock flow scripts
make -C /OpenROAD-flow-scripts/flow DESIGN_CONFIG=/design/flow/config.mk WORK_HOME=/design/flow/orfs finish
==> flow_summary_export.csv <==
group,metric,value,unit
run_status,outcome,"finished, final reports clean",
synth,yosys_warnings,1,
global_routing,track_usage,0.0306,
floorplan,die_w,90,µm
synth,synth_cells,16,
detailed_routing,ant_nets,0,
detailed_routing,wl_per_cell,10.7,µm
floorplan,die-area,8100,µm²
floorplan,io_pins,34,
final_layout,instances_no_fill,121,
synth,synth.top_cells.by_count,"edfxtp_1",
setup_path,crit_buf_inv,1,
detailed_routing,drt_iter0_markers,9,
final_layout,area_delta_synth_final,81.2,%
setup_path,cp_slowest_stage_delay,0.37,ns
clock_network,cts_root_buf,"clkbuf_8",
final_layout,reg_top3,"out x16",
final_timing,max_freq,1080,MHz
final_timing,hold_viol_final,0,
floorplan,fp_util,0.102,
placement,gp_congestion,0.661,
synth,ys_area,480,µm²
setup_path,crit_chain,"buf_2",
setup_path,crit_required,0.80,ns
detailed_routing,top_layer,"met4",
synth,topCellsByArea,"edfxtp_1",
clock_network,clockBufferDepth,2,
synth,synth-main-ff-cell,"edfxtp_1",
final_timing,relSlewSlack,0.931,
synth,syn_area,480,µm²
final_timing,grt_setup_unrepaired,"false",
clock_network,cts_made_buffers,3,
global_routing,grt_pass1_wl,1970,µm
clock_network,cts_setup_buffers,0,
final_layout,final_layout_size_suffix_gt1_frac,0.389,
global_routing,antenna_found_initial,0,
job,maxCapViolations,0,
floorplan,die_h,90,µm
power,ir_worst_vdd,0.398,mV
min_path,min_path_type,"input port to flop",
detailed_routing,met3_wirelength,77,µm
setup_path,path_max_fanout,1,
floorplan,row_count,25,
detailed_routing,dr.pass1.iters,2,
synth,yosysTopAreaCell,"edfxtp_1",
final_layout,comb_cells,0,
synth,yosys_cells,16,
global_routing,grt_pass1_vias,356,
floorplan,core-area,4720,µm²
detailed_routing,routed_wl,1300,µm
synth,synth_top_area_share,1.00,
setup_path,cp_slowest_cell,"edfxtp_1",
final_timing,worst_pin_slew,0.104,ns
detailed_routing,drc_errors,0,
setup_path,cp-end-kind,"output pin",
final_layout,top_register,"out",
detailed_routing,wl_met1,529,µm
final_layout,combGateArea,0,µm²
synth,ys_types,1,
job,warning_count,25,
placement,io_buffers,33,
detailed_routing,avgViaCountPerCell,2.44,
clock_network,cts_num_sinks,16,
final_layout,largest_register_ffs,16,
synth,synth.most_common_cell,"edfxtp_1",
detailed_routing,antenna_cells,0,
final_timing,whs,0.519,ns
final_timing,period_used_share,0.925,
clock_network,cts-htree-levels,1,
power,leakage,0.319,nW
placement,dp.cells,118,
final_timing,period_needed,0.925,ns
detailed_routing,vias,295,
setup_path,arrival,0.73,ns
final_timing,slew_violations,0,
global_routing,grt_overflow_total,0,
clock_network,clk_pin_slew,0.05,ns
synth,ys_seq_frac,1.00,
synth,ys_ff,16,
detailed_routing,met2_wirelength,646,µm
final_layout,postLayoutCoreUtil,0.184,
synth,edf_count,16,
setup_path,crit_type,"flop to output pin",
power,powerDensity,1570,nW/µm²
clock_network,cts_tree,"yes",
global_routing,grt_max_degree,9,
synth,syn_area_per_cell,30.0,µm²
setup_path,cp-start-kind,"flop",
final_timing,setup_violations,0,
setup_path,cp_top_family,"flip-flops",
synth,async_flop_share,0,
[cell usage in the layout (no fill, tap or decap)]
master | Yosys | routed
clkdlybuf4s50_1 | 0 | 17
clkbuf_2 | 0 | 7
edfxtp_1 | 16 | 16
buf_2 | 0 | 9
clkbuf_8 | 0 | 3
buf_4 | 0 | 2
[worst paths after layout]
path	start	end	slack, ns	cells past startpoint
max	out[6]$_DFFE_PP_	out[6]	0.07	1
min	in[0]	out[0]$_DFFE_PP_	0.52	1
[power by group]
part,switching [mW],internal [mW]
Clock,0.172,0.265
Sequential,0.0125,0.797
Combinational,0.0308,0.0932
[area by class of cell]
type	instances	area [µm²]
Clock buffer	3	41.3
Tap cell	67	83.8
Timing Repair Buffer	35	265
Fill cell	511	3850
Sequential cell	16	480
[repair_timing]
item / 4_1_cts / 5_1_grt
pin swaps: 0 / 0
hold buffers: 0 / 0
endpoints found under the setup margin: 16 / 7
gates resized: 41 / 7
[per-stage QoR]
stage / total power [mW] / setup WS [ns] / setup TNS [ns] / instance area, µm²
floorplan: 0.811 / 0.501 / 0 / 480
global route: 1.45 / 0.0234 / 0 / 871
detailed placement: 1.00 / -0.155 / -2.45 / 910
CTS: 1.41 / 0.00787 / 0 / 906
finish: 1.37 / 0.0746 / 0 / 871
global placement: 0.999 / -0.154 / -2.45 / 910
[kinds of logic (layout without fill, tap and decap cells)]
group / count (synthesis) / after routing / synth area share
flip-flops: 16 / 16 / 1.00
buffers and inverters: 0 / 38 / 0
[routing by layer]
| layer | GRT usage | vias to the layer above |
|---|---|---|
| met5 | 0 | - |
| met4 | 0.0133 | 0 |
| met3 | 0.00587 | 2 |
| met2 | 0.0502 | 21 |
| met1 | 0.0386 | 132 |
| li1 | - | 140 |
No activity file was given, so power comes from the tool's default toggle rates.
