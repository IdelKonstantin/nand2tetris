## flow/config.mk

```make
export PLATFORM = sky130hd
export DESIGN_NAME = ALU
export DESIGN_NICKNAME = ALU
export VERILOG_FILES = /design/flow/design.v
export SDC_FILE = /design/flow/constraint.sdc
export NUM_CORES = 4
export LEC_CHECK = 1
export CORE_AREA = 10 10 108 108
export DIE_AREA = 0 0 118 118
```

## flow/constraint.sdc

```tcl
current_design ALU

set clk_period 8.7
set clk_io_pct 0.2

create_clock -name clk0 -period $clk_period

set non_clock_inputs [all_inputs -no_clocks]
set_input_delay [expr $clk_period * $clk_io_pct] -clock clk0 $non_clock_inputs
set_output_delay [expr $clk_period * $clk_io_pct] -clock clk0 [all_outputs]
```

## flow/design.v

```verilog
module ALU 
(
	input [15:0] x,
	input [15:0] y,
	input zx, zy, nx, ny, f, no,
	output [15:0] out,
	output zr,
	output ng
);
wire [15:0] zxMuxOut, zyMuxOut;
wire [15:0] notZxMuxOut, notZyMuxOut;
wire [15:0] nxMuxOut, nyMuxOut;
wire [15:0] addOut, andOut;
wire [15:0] fMuxOut, noFMuxOut;
wire highOr, lowOr;
mux2in1_16 zxMux(.a(x), .b(16'b0), .sel(zx), .y(zxMuxOut));
not_16 notzxMux(.a(zxMuxOut), .y(notZxMuxOut));
mux2in1_16 nxMux(.a(zxMuxOut), .b(notZxMuxOut), .sel(nx), .y(nxMuxOut));
mux2in1_16 zyMux(.a(y), .b(16'b0), .sel(zy), .y(zyMuxOut));
not_16 notZyMux(.a(zyMuxOut), .y(notZyMuxOut));
mux2in1_16 nyMux(.a(zyMuxOut), .b(notZyMuxOut), .sel(ny), .y(nyMuxOut));
add_16 assNxNy(.a(nxMuxOut), .b(nyMuxOut), .y(addOut));
and_16 andNxNy(.a(nxMuxOut), .b(nyMuxOut), .y(andOut));
mux2in1_16 fMux(.a(andOut), .b(addOut), .sel(f), .y(fMuxOut));
not_16 notFMux(.a(fMuxOut), .y(noFMuxOut));
mux2in1_16 noMux(.a(fMuxOut), .b(noFMuxOut), .sel(no), .y(out));
assign ng = out[15];
or8in1 orHighBits(.a(out[7:0]), .y(highOr));
or8in1 orLowBits(.a(out[15:8]), .y(lowOr));
assign anyBitsTrue = highOr | lowOr;
assign zr = ~anyBitsTrue;
endmodule
module add_16 (
    input [15:0] a,
	 input [15:0] b,
    output [15:0] y
);
assign y = a + b;
endmodule
module and_16 (
    input [15:0] a,
	 input [15:0] b,
    output [15:0] y
);
assign y = a & b;
endmodule
module mux2in1_16 (
    input [15:0] a,
    input [15:0] b,
    input sel,
    output [15:0] y
);
assign y = (sel) ? b : a;
endmodule
module not_16 (
    input [15:0] a,
    output [15:0] y
);
assign y = ~a;
endmodule
module or8in1 (
    input [7:0] a,
    output y
);
    assign y = |a;
endmodule
```

## flow/run.sh

```bash
#!/bin/bash
# OpenROAD 26Q1-2900-gdf79404cd8, Yosys 0.63+post, stock flow scripts
make -C /OpenROAD-flow-scripts/flow DESIGN_CONFIG=/design/flow/config.mk WORK_HOME=/design/flow/orfs finish
```

==> impl_metrics.toml <==
# synthesis and place-and-route metrics
[synth]
synthDistinctLibCells = 62
synth_top_area_share = 0.2459
synthTopCellsByArea = "xnor2_1 (25%), nand2b_1 (11%), ha_1 (11%), mux2i_1 (3.3%), clkbuf_8 (2.3%)"
syn_area_um2 = 1817
syn_inst = 234
ys_chip_area_um2 = 1817
syn_avg_cell_area_um2 = 7.764
yosysWarnings = 1
ys_seq_frac = 0
top_area_cell = "xnor2_1"
ys_cells = 234

[route]
vias = 1722
drt_pass1_iterations = 4
vias_per_cell = 4.221
ant_nets = 0
wire_per_inst_um = 12.97
drtIter0Drc = 98
wl_mm = 5.291
drc_errors = 0
num_antenna_cells = 0

[layout]
clkbuf_count = 0
fin_area_um2 = 2457
regArea_um2 = 0
drive_gt1_frac = 0.07885
ff_count = 0
syn_to_final_growth_pct = 35.26

[sta]
hold_viol = 0
timing.fmax_mhz = 127.5
worst_slew_pin_slew_ps = 711.1
rsz0062_at_grt = "false"
relSlewSlack = 0.5245
setup_viol = 0
fin_crit_ps = 7846
fin_setup_tns_ps = 0
timing.final.ws_setup_ps = 853.8
period_used_share = 0.9019
slew_violations = 0

[global_route]
grt_max_degree = 29
grtUsageTotal = 0.07451
grt_pass1_wl_mm = 8.880
grt-ovfl-total = 0
antenna_found_initial = 0
grt_pass1_vias = 1725

[critical_path]
startpoint = "zy"
worst_setup_path_end_kind = "output pin"
startpoint_type = "primary input"
critPathMaxFanout = 16
slowest_stage = "clkdlybuf4s50_1"
required_ps = 6960
slowest_delay_ps = 640
crit_top_cell = "clkdlybuf4s50_1"
cp.arrival_ps = 6110
crit_chain = "clkdlybuf4s50_1, nand2b_1, xnor2_1, ha_1, fa_1, a21o_1, and4_1, o21ba_1, o41ai_1, mux2_2, a211o_1, mux2_4, nor4_4, clkdlybuf4s50_1"
worst-setup-path-type = "in -> out"

[floorplanning]
num_rows = 35
pin_count = 56
die_w_um = 118
die_area_um2 = 13920
fp.coreArea_um2 = 9284
fp_util = 0.1957
fp.dieH_um = 118

[place]
placed_area_um2 = 2457
pre_cts_ws_ps = 862.0
place.port_buffers = 56
dpl.hpwl_mm = 4.638
gp_congestion = 0.8525

[worst_hold_path]
min-delay-start = "f"
whs_path_depth = 5
hp-class = "in -> out"

[power_and_ir_drop]
vdd_drop_max_mv = 0.03070
p_per_area_nw_per_um2 = 105.0
p_leak_nw = 0.8766

[job]
max_cap_viol_count = 0
tool_warnings = 32

[run_status]
outcome = "complete, no violations"

[clock_network]
ctsHoldBuffers = 0
post_cts_buffers = 0
cts_repair_resize_count = 0
placed cells by master, fill, tap and decap left out, types with 2 or more instances in the layout:
cell type / count
clkdlybuf4s50_1: 56
nor2b_1: 2
a21oi_1: 8
a31oi_1: 5
nand2_1: 9
a211o_1: 4
nand4_1: 4
a21o_1: 5
xnor2_1: 51
nand2b_1: 33
inv_1: 4
nor3b_1: 2
ha_1: 16
buf_4: 3
nor3_1: 6
a211oi_2: 3
o41ai_1: 2
and4_1: 2
mux2i_1: 6
or3_1: 4
o21a_1: 2
or4_1: 2
o21ai_0: 5
nand3_1: 4
and2b_2: 2
nor2_1: 7
worst paths after layout:
| check | to | slack (ps) |
|---|---|---|
| worst max-delay path | zr | 850 |
| worst min-delay path | out[2] | 4810 |
cell usage after synthesis (4+ instances only):
master    instances
a21oi_1           8
or3_1             4
a211o_1           4
xnor2_1          51
nand2b_1         33
nor3_1            6
a31oi_1           5
nand3_1           4
inv_1             4
clkbuf_1          6
nor2_1            7
ha_1             16
nand2_1           9
nand4_1           4
a21o_1            5
o21ai_0           5
mux2i_1           6
critical path, delay by kind of cell:
family,cells,cell delay [ps]
buf+inv,2,1150
compound gates,4,1040
fa+ha+maj,2,690
simple gates,3,680
mux,2,670
xor+xnor,1,130
kinds of logic (layout without fill, tap and decap cells):
logic type	count (synthesis)	after routing	synth area share
simple gates	90	90	0.3127
xor+xnor	51	51	0.2459
compound gates	48	48	0.2032
buf+inv	20	65	0.06955
fa+ha+maj	17	17	0.1212
mux	8	8	0.04752
power breakdown:
part	internal (mW)	switching [mW]	total, mW
combinational	0.142	0.116	0.258
sequential	0	0	0
clock	0	0	0
total	0.142	0.116	0.258
cell type report:
cell class                 count  area, µm²
fill                        1020       6827
multi-input combinational    214       1690
timing repair buffer          59      583.1
tap                          129      161.4
inverter                       6      22.52
layer usage:
| layer | up-vias | wire (µm) | global-route usage |
|---|---|---|---|
| li1 | 929 | - | - |
| met1 | 751 | 2628 | 0.1075 |
| met2 | 42 | 2388 | 0.1217 |
| met3 | 0 | 274 | 0.01021 |
| met4 | 0 | 0 | 0 |
| met5 | - | 0 | 0 |
metrics by stage:
stage                     cells  utilization  total power [mW]  hold slack, ps
after CTS                   408       0.2647            0.2621            4837
final                       408       0.2647            0.2580            4809
after global routing        408       0.2647            0.2892            4877
after detailed placement    408       0.2647            0.2611            4837
after floorplan             234            -            0.1668            3659
after global placement      408       0.2647            0.2593            4823
Power is estimated from default activity; no workload was simulated.
